File: flow/run.sh
#!/bin/bash
# OpenROAD 26Q1-2900-gdf79404cd8, Yosys 0.63+post, stock flow scripts
make -C /OpenROAD-flow-scripts/flow DESIGN_CONFIG=/design/flow/config.mk WORK_HOME=/design/flow/orfs finish
File: flow/config.mk
export PLATFORM = sky130hd
export DESIGN_NAME = three_rings
export DESIGN_NICKNAME = three_rings
export VERILOG_FILES = /design/flow/design.v
export SDC_FILE = /design/flow/constraint.sdc
export NUM_CORES = 4
export LEC_CHECK = 1
export CORE_UTILIZATION = 50
export SYNTH_MEMORY_MAX_BITS = 65536
File: flow/constraint.sdc
current_design three_rings

set clk_period 4.3
set clk_io_pct 0.2

create_clock -name clk0 -period $clk_period

set non_clock_inputs [all_inputs -no_clocks]
set_input_delay [expr $clk_period * $clk_io_pct] -clock clk0 $non_clock_inputs
set_output_delay [expr $clk_period * $clk_io_pct] -clock clk0 [all_outputs]
File: flow/design.v
module three_rings (
    input [4:0] line,
    input [5:0] column,
    output reg r1,
    output reg r2,
    output reg g1,
    output g2,
    output reg b1,
    output reg b2,
);
reg [0:63] r1_inner;
always @* begin
    case (line)
        5'h00: r1_inner = 64'h0000007ffe000000;
        5'h01: r1_inner = 64'h000007ffffe00000;
        5'h02: r1_inner = 64'h00001ffffff80000;
        5'h03: r1_inner = 64'h00007ff81ffe0000;
        5'h04: r1_inner = 64'h0001ff0000ff8000;
        5'h05: r1_inner = 64'h0007f800001fe000;
        5'h06: r1_inner = 64'h000fe0000007f000;
        5'h07: r1_inner = 64'h001f80000001f800;
        5'h08: r1_inner = 64'h003f00000000fc00;
        5'h09: r1_inner = 64'h007c000000003e00;
        5'h0a: r1_inner = 64'h00f8000000001f00;
        5'h0b: r1_inner = 64'h01f0000000000f80;
        5'h0c: r1_inner = 64'h03e00000000007c0;
        5'h0d: r1_inner = 64'h07c00000000003e0;
        5'h0e: r1_inner = 64'h07800000000001e0;
        5'h0f: r1_inner = 64'h0f800000000001f0;
        5'h10: r1_inner = 64'h0f000000000000f0;
        5'h11: r1_inner = 64'h1e00000000000078;
        5'h12: r1_inner = 64'h1e00000000000078;
        5'h13: r1_inner = 64'h3c0000000000003c;
        5'h14: r1_inner = 64'h3c0000000000003c;
        5'h15: r1_inner = 64'h780000000000001e;
        5'h16: r1_inner = 64'h780000000000001e;
        5'h17: r1_inner = 64'h780000000000001e;
        5'h18: r1_inner = 64'h700000000000000e;
        5'h19: r1_inner = 64'hf00000000000000f;
        5'h1a: r1_inner = 64'hf00000000000000f;
        5'h1b: r1_inner = 64'hf00000000000000f;
        5'h1c: r1_inner = 64'hf00000000000000f;
        5'h1d: r1_inner = 64'he000000000000007;
        5'h1e: r1_inner = 64'he000000000000007;
        5'h1f: r1_inner = 64'he000000000000007;
    endcase
    r1 = r1_inner[column];
end
reg [0:63] r2_inner;
always @* begin
    case (line)
        5'h00: r2_inner = 64'he000000000000007;
        5'h01: r2_inner = 64'he000000000000007;
        5'h02: r2_inner = 64'he000000000000007;
        5'h03: r2_inner = 64'hf00000000000000f;
        5'h04: r2_inner = 64'hf00000000000000f;
        5'h05: r2_inner = 64'hf00000000000000f;
        5'h06: r2_inner = 64'hf00000000000000f;
        5'h07: r2_inner = 64'h700000000000000e;
        5'h08: r2_inner = 64'h780000000000001e;
        5'h09: r2_inner = 64'h780000000000001e;
        5'h0a: r2_inner = 64'h780000000000001e;
        5'h0b: r2_inner = 64'h3c0000000000003c;
        5'h0c: r2_inner = 64'h3c0000000000003c;
        5'h0d: r2_inner = 64'h1e00000000000078;
        5'h0e: r2_inner = 64'h1e00000000000078;
        5'h0f: r2_inner = 64'h0f000000000000f0;
        5'h10: r2_inner = 64'h0f800000000001f0;
        5'h11: r2_inner = 64'h07800000000001e0;
        5'h12: r2_inner = 64'h07c00000000003e0;
        5'h13: r2_inner = 64'h03e00000000007c0;
        5'h14: r2_inner = 64'h01f0000000000f80;
        5'h15: r2_inner = 64'h00f8000000001f00;
        5'h16: r2_inner = 64'h007c000000003e00;
        5'h17: r2_inner = 64'h003f00000000fc00;
        5'h18: r2_inner = 64'h001f80000001f800;
        5'h19: r2_inner = 64'h000fe0000007f000;
        5'h1a: r2_inner = 64'h0007f800001fe000;
        5'h1b: r2_inner = 64'h0001ff0000ff8000;
        5'h1c: r2_inner = 64'h00007ff81ffe0000;
        5'h1d: r2_inner = 64'h00001ffffff80000;
        5'h1e: r2_inner = 64'h000007ffffe00000;
        5'h1f: r2_inner = 64'h0000007ffe000000;
    endcase
    r2 = r2_inner[column];
end
reg [0:63] g1_inner;
always @* begin
    case (line)
        5'h00: g1_inner = 64'h0000001ff8000000;
        5'h01: g1_inner = 64'h0000007ffe000000;
        5'h02: g1_inner = 64'h000001ffff800000;
        5'h03: g1_inner = 64'h000003fc3fc00000;
        5'h04: g1_inner = 64'h000007e007e00000;
        5'h05: g1_inner = 64'h00000f8001f00000;
        5'h06: g1_inner = 64'h00001f0000f80000;
        5'h07: g1_inner = 64'h00001e0000780000;
        5'h08: g1_inner = 64'h00003c00003c0000;
        5'h09: g1_inner = 64'h00003c00003c0000;
        5'h0a: g1_inner = 64'h00007800001e0000;
        5'h0b: g1_inner = 64'h00007800001e0000;
        5'h0c: g1_inner = 64'h00007800001e0000;
        5'h0d: g1_inner = 64'h00007000000e0000;
        5'h0e: g1_inner = 64'h00007000000e0000;
        5'h0f: g1_inner = 64'h00007000000e0000;
        5'h10: g1_inner = 64'h00007000000e0000;
        5'h11: g1_inner = 64'h00007800001e0000;
        5'h12: g1_inner = 64'h00007800001e0000;
        5'h13: g1_inner = 64'h00007800001e0000;
        5'h14: g1_inner = 64'h00003c00003c0000;
        5'h15: g1_inner = 64'h00003c00003c0000;
        5'h16: g1_inner = 64'h00001e0000780000;
        5'h17: g1_inner = 64'h00001f0000f80000;
        5'h18: g1_inner = 64'h00000f8001f00000;
        5'h19: g1_inner = 64'h000007e007e00000;
        5'h1a: g1_inner = 64'h000003fc3fc00000;
        5'h1b: g1_inner = 64'h000001ffff800000;
        5'h1c: g1_inner = 64'h0000007ffe000000;
        5'h1d: g1_inner = 64'h0000001ff8000000;
        5'h1e: g1_inner = 64'h0000000000000000;
        5'h1f: g1_inner = 64'h0000000000000000;
    endcase
    g1 = g1_inner[column];
end
assign g2 = 1'b0;
reg [0:63] b1_inner;
always @* begin
    case (line)
        5'h00: b1_inner = 64'h0000000001ffe000;
        5'h01: b1_inner = 64'h0000000007fff800;
        5'h02: b1_inner = 64'h000000001ffffe00;
        5'h03: b1_inner = 64'h000000007fc0ff80;
        5'h04: b1_inner = 64'h00000000fe001fc0;
        5'h05: b1_inner = 64'h00000001f80007f0;
        5'h06: b1_inner = 64'h00000003f00003f0;
        5'h07: b1_inner = 64'h00000007c00000f8;
        5'h08: b1_inner = 64'h0000000780000078;
        5'h09: b1_inner = 64'h0000000f8000007c;
        5'h0a: b1_inner = 64'h0000000f0000003c;
        5'h0b: b1_inner = 64'h0000001e0000001e;
        5'h0c: b1_inner = 64'h0000001e0000001e;
        5'h0d: b1_inner = 64'h0000003c0000000f;
        5'h0e: b1_inner = 64'h0000003c0000000f;
        5'h0f: b1_inner = 64'h0000003c0000000f;
        5'h10: b1_inner = 64'h0000003800000007;
        5'h11: b1_inner = 64'h0000003800000007;
        5'h12: b1_inner = 64'h0000003800000007;
        5'h13: b1_inner = 64'h0000003800000007;
        5'h14: b1_inner = 64'h0000003800000007;
        5'h15: b1_inner = 64'h0000003800000007;
        5'h16: b1_inner = 64'h0000003c0000000f;
        5'h17: b1_inner = 64'h0000003c0000000f;
        5'h18: b1_inner = 64'h0000003c0000000f;
        5'h19: b1_inner = 64'h0000001e0000001e;
        5'h1a: b1_inner = 64'h0000001e0000001e;
        5'h1b: b1_inner = 64'h0000000f0000003c;
        5'h1c: b1_inner = 64'h0000000f8000007c;
        5'h1d: b1_inner = 64'h0000000780000078;
        5'h1e: b1_inner = 64'h00000007c00000f8;
        5'h1f: b1_inner = 64'h00000003f00003f0;
    endcase
    b1 = b1_inner[column];
end
reg [0:63] b2_inner;
always @* begin
    casex (line)
        5'b00000: b2_inner = 64'h00000001f80007f0;
        5'b00001: b2_inner = 64'h00000000fe001fc0;
        5'b00010: b2_inner = 64'h000000007fc0ff80;
        5'b00011: b2_inner = 64'h000000001ffffe00;
        5'b00100: b2_inner = 64'h0000000007fff800;
        5'b00101: b2_inner = 64'h0000000001ffe000;
        5'b0011x: b2_inner = 64'h0000000000000000;
        5'b01xxx: b2_inner = 64'h0000000000000000;
        5'b1xxxx: b2_inner = 64'h0000000000000000;
    endcase
    b2 = b2_inner[column];
end
endmodule
==> results.txt <==
Figures from the implementation reports.

- The switching part of the total reads 58.1%.
- The count of maximum capacitance violations reads 0.
- The total instance count after detailed placement is 567.
- The flow reported a cell area power density of 114 nW/um^2.
- The power report attributes to the clock group a share of 0%.
- The fraction of the cycle the final worst path needs is 99.1%.
- STA puts the critical path data arrival time at 3400 ps.
- The cell row count reads 26.
- The net switching power reads 0.240 mW.
- Registers take 0 sq um.
- The total die size reads 5840 sq um.
- The worst setup path is launched from an input pin.
- The floorplan core density is 53.2%.
- The number of antenna cells inserted reads 0.
- The top cell types in the final layout, fill and taps aside, are 92 x sky130_fd_sc_hd__buf_4, 36 x sky130_fd_sc_hd__nor2_1, 35 x sky130_fd_sc_hd__a21oi_1.
- The overall die width reads 76.4 um.
- The number of sequential storage elements is 0.
- The post-DP HPWL is 9.34 mm.
- Per the detail_route report, DRC violations left total 0.
- The total negative slack is 0 ps.
- The pin count of the biggest net entering global routing is 36.
- The share of Yosys cell area claimed by the top area cell type reads 7.23%.
- The internal portion of total power reads 0.173 mW.
- After synthesis, the mean cell area works out to 6.15 sq um.
- The mapped cell area is 2770 sq um.
- The count of cells along the worst hold path reads 5.
- The final hold violation count reads 0.
- Per the run report, area growth between synthesis and finish was 31.4%.
- The maximum frequency from static timing analysis is 235 MHz.
- The class of the most critical hold timing path is in2out.
- The actual transition at the worst max-transition pin reads 684 ps.
- After technology mapping, the gate count stands at 450.
- The combinational cell area excluding buffers and inverters reads 2570 sq um.
- The routed via count reads 4,185.
- The endpoint kind of the worst setup timing path is an output pin.
- The layer carrying the most global-route usage is met2.
- The y dimension of the die reads 76.4 um.
- After layout, the clock buffer instance count stands at 0.
- The first-pass detailed-route iteration total reads 6.
- The number of hold buffers added after cts reads 0.
- The script extracted a total leakage power of 1.38 nW.
- The number of antenna violations at the first check in global routing came to 0.
- The class of the most critical setup path is in2out.
- Yosys stat counts 450 cells in the synthesized netlist.
- The combinational fraction of design power reads 100.0%.
- The number of different library cells used by synthesis comes to 70.
- The sequential cell fraction of total power is 0%.
- The core outline area reads 5200 sq um.
- The number of warning messages in the yosys log is 1.
- At the end of routability-driven placement, the weighted congestion stood at 1.09.
- The met3 track demand over resource reads 8.88%.
- The worst slack at placement is -120 ps.
- In the routed layout, each cell is associated on average with a via count of 7.37.
- The final tally of setup violations is 0.
- The wire length of the first global-routing pass reads 20.6 mm.
- The sequential cell area fraction in the yosys report reads 0%.
- The share of final-layout standard cells stronger than drive strength 1 is 28.5%.
- Setup slack closes at 39.4 ps.
- The count of boundary I/O pins reads 17.
- In this run the VDD rail shows a maximum IR drop of 0.0000935 V.
- The total power of the final layout reads 0.413 mW.
- After detailed routing, the total wire length is 13.0 mm.
- The number of warnings the tools reported is 35.
- The peak fanout along the critical path is 16.
- The number of DRC violations after detailed-routing iteration 0 reads 549.
- The run finished with clean final reports.
- The number of port buffers reads 16.
- The global-route usage over all layers reads 45.0%.
- The remaining antenna violation count after routing reads 0.
- The final max-slew violation count reads 0.
- The worst relative slew slack is 54.4%.
- The synthesis report lists the most area-consuming cells as sky130_fd_sc_hd__a21oi_1 7.2%, sky130_fd_sc_hd__nor2_1 5.3%, sky130_fd_sc_hd__buf_2 4.9%.
- The count of non-filler cells in the finished layout is 568.
- After global routing the overflow that remains totals 0.
- The number of filler cells placed in the layout is 451.
- The number of global-route vias before repair reads 3,756.
- The largest area contributor in the netlist is sky130_fd_sc_hd__a21oi_1.
- The average wire per cell in the routed design reads 22.9 um.
- For the finished layout, the period the worst path requires is 4260 ps.
- The most frequently placed logic cell in the final layout reads sky130_fd_sc_hd__buf_4.
- The synthesized netlist has a Yosys-reported chip area of 2770 sq um.
- For this run, global-route usage on met2 was measured as 65.7%.
- The data required time of the worst path reads 3440 ps.
- The met1 track demand over resource is 64.4%.
==> cell usage after synthesis (6+ instances only) <==
master                      count
sky130_fd_sc_hd__o211ai_1       8
sky130_fd_sc_hd__nor3_1        13
sky130_fd_sc_hd__o21ai_0       27
sky130_fd_sc_hd__a211oi_1       7
sky130_fd_sc_hd__a221oi_1       8
sky130_fd_sc_hd__o2111ai_1      7
sky130_fd_sc_hd__nand2_1       32
sky130_fd_sc_hd__a2111oi_0     11
sky130_fd_sc_hd__nand3_1       15
sky130_fd_sc_hd__buf_2         27
sky130_fd_sc_hd__clkbuf_1      31
sky130_fd_sc_hd__nor2b_1       11
sky130_fd_sc_hd__a31oi_1       15
sky130_fd_sc_hd__inv_1          8
sky130_fd_sc_hd__o22ai_1       15
sky130_fd_sc_hd__a21oi_1       40
sky130_fd_sc_hd__mux2i_1        6
sky130_fd_sc_hd__nor2_1        39
sky130_fd_sc_hd__o31ai_1        6
sky130_fd_sc_hd__nand2b_1      11
==> power by group through the flow <==
stage                 clock (mW)  sequential [mW]  combinational, mW
after global routing           0                0              0.437
final                          0                0              0.413
after CTS                      0                0              0.380
==> per-stage QoR <==
stage | utilization [%] | instance area [sq um] | hold slack [ps]
6_report | 69.9 | 3640 | 2450
5_1_grt | 69.9 | 3640 | 2500
4_1_cts | 66.9 | 3480 | 2690
3_5_place_dp | 66.5 | 3460 | 2690
3_3_place_gp | 66.5 | 3460 | 2690
2_1_floorplan | - | 2770 | 1880
==> path summary, 6_finish.rpt <==
path / start / to
worst min-delay path: column[0] / b2
worst max-delay path: line[3] / b1
==> per-layer routing <==
layer / share of wire, % / up-vias / wire, um
met5: 0 / - / 0
met4: 5.1 / 0 / 661
met3: 13 / 75 / 1680
met2: 42 / 366 / 5520
met1: 40 / 1884 / 5140
li1: - / 1860 / -
==> worst max-delay path, cell delays in order <==
cell and delay (ps):
sky130_fd_sc_hd__clkdlybuf4s50_1 450, sky130_fd_sc_hd__buf_4 200, sky130_fd_sc_hd__buf_6 190, sky130_fd_sc_hd__nand2b_1 140, sky130_fd_sc_hd__o22ai_1 180, sky130_fd_sc_hd__o22ai_1 110
sky130_fd_sc_hd__o31ai_1 340, sky130_fd_sc_hd__a31oi_1 180, sky130_fd_sc_hd__o32ai_1 240, sky130_fd_sc_hd__clkdlybuf4s50_1 500
==> area by class of cell <==
type / count / area share [%]
tap: 70 / 2.41
multi-input combinational: 375 / 70.7
timing repair buffer: 114 / 25.8
inverter: 9 / 1.10
==> cells by family (layout without fill, tap and decap cells) <==
family / after synthesis / after routing / synth area share (%)
multiplexers: 9 / 9 / 3.80
buffers and inverters: 75 / 123 / 12.2
AND-OR/OR-AND: 203 / 203 / 52.4
XOR/XNOR: 5 / 5 / 1.58
adder cells (fa/ha/maj): 7 / 7 / 2.89
other: 1 / 1 / 0.135
AND/OR/NAND/NOR: 150 / 150 / 26.9
==> repair_timing <==
action	4_1_cts	5_1_grt
pin swaps	1	8
buffers inserted	0	1
setup endpoints to repair	5	5
gates resized	10	41
Power figures rest on the tool's default switching activity, not on a simulated workload.
