**flow/config.mk**
```make
export PLATFORM = sky130hd
export DESIGN_NAME = LM_pixel_loop
export DESIGN_NICKNAME = LM_pixel_loop
export VERILOG_FILES = /design/flow/design.v
export SDC_FILE = /design/flow/constraint.sdc
export NUM_CORES = 4
export LEC_CHECK = 1
export CORE_AREA = 10 10 96 96
export DIE_AREA = 0 0 106 106
```
**flow/constraint.sdc**
```tcl
current_design LM_pixel_loop

set clk_period 2.8
set clk_io_pct 0.2

create_clock -name clk0 -period $clk_period [get_ports {clk}]

set non_clock_inputs [all_inputs -no_clocks]
set_input_delay [expr $clk_period * $clk_io_pct] -clock clk0 $non_clock_inputs
set_output_delay [expr $clk_period * $clk_io_pct] -clock clk0 [all_outputs]
```
**flow/design.v**
```verilog
module LM_pixel_loop #(
    parameter SLICE_BITS = 1,
)(
    input clk,
    input clk_enable,
    output reg [4:0] line,
    output reg [4:0] next_line,
    output reg [5:0] next_column,
    output reg [SLICE_BITS:0] next_slice,
    output reg matrix_OE,
    output reg matrix_clk,
    output reg matrix_lat,
);
reg [7:0] state;
always @(posedge clk) begin
    if (clk_enable) begin
        casex (state)
            8'b0000_0000: begin
                matrix_clk <= 1'b0;
            end
            8'b0xxx_xxx1: begin
                matrix_clk <= 1'b1;
            end
            8'b0xxx_xxx0: begin
                matrix_clk <= 1'b0;
                next_column <= state[6:1];
            end
            8'b1000_0000: begin
                matrix_clk <= 1'b0;
                next_column <= 6'b000000;
                next_line <= line + 2;
                if (line == 5'b11110) next_slice <= next_slice + 1;
            end
            8'b1111_1100: begin
                matrix_OE <= 1'b1;
            end
            8'b1111_1101: begin
                matrix_lat <= 1'b1;
                line <= line + 1;
            end
            8'b1111_1110: begin
                matrix_lat <= 1'b0;
            end
            8'b1111_1111: begin
                matrix_OE <= 1'b0;
            end
        endcase
        state <= state + 1'b1;
    end
end
endmodule
```
**flow/run.sh**
```bash
#!/bin/bash
# OpenROAD 26Q1-2900-gdf79404cd8, Yosys 0.63+post, stock flow scripts
make -C /OpenROAD-flow-scripts/flow DESIGN_CONFIG=/design/flow/config.mk WORK_HOME=/design/flow/orfs finish
```
==> flow_summary_export.csv <==
group,metric,value,unit
outcome,run_status,"completed",
floorplan,fp_util,0.1781,
timing,fin_worst_skew,0.007557,ns
worst_setup_path,critical_path.endpoint_type,"register",
layout,drive_gt1_frac,0.08850,
worst_setup_path,worstPathArrival,1.84,ns
timing,timing_worst_slew_pin_value,0.5907,ns
synth,ys_ff,29,
clock_network,clock_tree.root_cell,"sky130_fd_sc_hd__clkbuf_8",
route,drc_marker_count_from_the_first_detailed_route_iteration,61,
placement,dpl.cell_count,204,
route,detail_route.wl_per_cell,11.00,um
timing,worst_slack,0.8629,ns
timing,finalHoldViolCount,0,
job,drv.max_cap_violation_count,0,
global_route,grt_first_pass_wirelength,3988,um
timing,post-route-min-period,1.937,ns
floorplan,die-height,106,um
global_route,grt_antenna_before_repair,0,
placement,gpl.final_weighted_congestion,0.7626,
timing,finalCritPeriodShare,0.6918,
layout,finalNonFillerCells,212,
synth,synth.area.top_cells,"sky130_fd_sc_hd__edfxtp_1 (68%), sky130_fd_sc_hd__ha_1 (6.8%), sky130_fd_sc_hd__xnor2_1 (5.5%)",
power,power_leakage,0.6176,nW
timing,grt_setup_unrepaired,"false",
floorplan,core_region_area,0.007214,mm2
worst_setup_path,crit_path_max_fanout,6,
floorplan,chipArea,0.01124,mm2
synth,synth_area,0.001285,mm2
route,final_antenna_net_count,0,
timing,fin_tns_setup,0,ns
layout,area.combinational,367.9,um2
synth,yosysCellCount,87,
route,via_count,712,
global_route,vias_in_the_first_global_route,741,
clock_network,clk_transition_reported_paths,0.06,ns
clock_network,cts-resized-gates,0,
global_route,gr-usage-all-layers,0.04344,
synth,ys_warn_count,1,
hold_path,hold_path_end,"next_column[4]",
route,wl,2331,um
floorplan,dieWidth,106,um
route,firstDrtPassIters,3,
synth,synth.yosys.seq_area_share,0.6777,
placement,post-place-ws,0.7717,ns
timing,fmaxAchievable,0.5162,GHz
worst_setup_path,criticalPathCategory,"reg -> reg",
power,max-vdd-ir-drop,0.0001273,V
clock_network,htreeDepth,2,
layout,synthToLayoutAreaGrowth,32.13,%
job,openroad_warning_count,29,
global_route,globalRoute.totalOverflow,0,
clock_network,cts_sinks,29,
layout,stdcell_area,0.001698,mm2
hold_path,worst_hold_path_type,"reg -> reg",
worst_setup_path,reg2reg_to,"next_column[4]",
power,powerDensity,516.1,mW/mm2
synth,yosysTopAreaCell,"sky130_fd_sc_hd__edfxtp_1",
route,num_antenna_cells,0,
layout,fillerInstances,769,
hold_path,timing.hold.worst.start,"state[5]",
clock_network,clock_insertion_delay_worst_skew,0.28,ns
layout,final_core_util,0.2353,
worst_setup_path,worstSetupStartpointType,"register",
synth,avgSynthCellArea,14.77,um2
worst_setup_path,timing.reg2reg.setup_slack,0.86,ns
clock_network,clock_tree_from_tritoncts,"yes",
placement,place.detailed.hpwl,1758,um
placement,buffer_ports.inserted,22,
global_route,largest_net_degree_at_the_start_of_global_routing,13,
synth,synth.lib_cells_used.distinct,21,
layout,final-seq-area,870.8,um2
worst_setup_path,number_of_cells_traversed_by_the_worst_register_to_register_path,4,
worst_setup_path,worst_r2r_startpoint,"state[0]",
timing,setup-violations-final,0,
clock_network,cts_setup_buffers,0,
floorplan,row_count,31,
placement,postPlaceCellArea,0.001617,mm2
route,detail_route.vias_per_cell,3.358,
clock_network,clock_tree_buf_depth,2,
hold_path,min_delay_path_depth,0,
route,drc_errors,0,
timing,final_max_slew_violation_count,0,
floorplan,top_level_ports,23,
clock_network,ctsHoldBuffers,0,
synth,synthDominantCellAreaShare,0.6777,
synth,synth-area-yosys,0.001285,mm2
timing,slew_headroom,0.5949,
worst_setup_path,data_required_time_at_the_worst_endpoint,2.71,ns
synth,synthCells,87,
clock_network,cts_inserted_buffers,5,
[through the flow]
| step | total power, mW | hold WS [ns] |
|---|---|---|
| after floorplan | 0.5492 | 0.4804 |
| after global routing | 0.9196 | 0.5875 |
| after CTS | 0.8876 | 0.5642 |
| after global placement | 0.5683 | 0.5409 |
| after detailed placement | 0.5691 | 0.5470 |
| final | 0.8763 | 0.5662 |
[layout by cell type, fill, tap and decap left out, types with 2 or more instances in the layout]
master,netlist,layout
sky130_fd_sc_hd__edfxtp_1,29,29
sky130_fd_sc_hd__clkdlybuf4s50_1,0,22
sky130_fd_sc_hd__xnor2_1,8,8
sky130_fd_sc_hd__inv_1,7,7
sky130_fd_sc_hd__ha_1,7,7
sky130_fd_sc_hd__nand3_1,6,6
sky130_fd_sc_hd__nand2_1,5,5
sky130_fd_sc_hd__clkbuf_8,0,5
sky130_fd_sc_hd__xor2_1,4,4
sky130_fd_sc_hd__and3_1,2,2
sky130_fd_sc_hd__nor2_1,2,2
sky130_fd_sc_hd__nand4_1,2,2
sky130_fd_sc_hd__o211a_1,2,2
sky130_fd_sc_hd__clkinv_1,0,2
[synth_stat cells, drive strengths merged]
cell    count
mux2i       1
edfxtp     29
nor2        2
inv         7
nand3       6
a21boi      1
and4        1
xor2        4
clkbuf      4
nand4       2
and3        3
o211a       2
nor3        1
nand2       5
buf         1
xnor2       8
o21a        1
ha          7
nor4        1
nand3b      1
[report_power, final]
part,switching [mW],total [mW],internal [mW]
combinational,0.0195,0.0434,0.0240
sequential,0.0193,0.516,0.497
clock,0.150,0.317,0.167
total,0.189,0.876,0.687
[worst max-delay path, stage by stage (launching register included)]
cell,delay [ns]
sky130_fd_sc_hd__edfxtp_1,0.46
sky130_fd_sc_hd__inv_1,0.15
sky130_fd_sc_hd__ha_1,0.26
sky130_fd_sc_hd__nand3b_2,0.14
sky130_fd_sc_hd__mux2i_1,0.55
[registers in the layout, indices dropped and copies added, names as in the netlist]
register     count
state            8
next_column      6
line             5
next_line        5
next_slice       2
matrix_OE        1
matrix_clk       1
matrix_lat       1
[area by class of cell]
type / count / share of cell area
Timing Repair Buffer: 23 / 0.1341
Sequential cell: 29 / 0.5129
Multi-Input combinational cell: 46 / 0.2167
Tap cell: 99 / 0.07296
Clock inverter: 3 / 0.007369
Inverter: 7 / 0.01548
Clock buffer: 5 / 0.04053
[worst max-delay path by stage]
stage,cells after the start,end,startpoint
5_1_grt,4,next_column[4],state[0]
4_1_cts,4,next_column[3],state[0]
6_report,4,next_column[4],state[0]
[logic make-up (layout without fill, tap and decap cells)]
kind of cell,after synthesis,after routing,share of synthesized area
AND/OR/NAND/NOR,22,22,0.1013
adder cells (fa/ha/maj),7,7,0.06816
AND-OR/OR-AND,4,4,0.02727
buffers and inverters,12,38,0.03602
flip-flops,29,29,0.6777
XOR/XNOR,12,12,0.08179
multiplexers,1,1,0.007790
[metal layers]
metal | share of wire | GRT usage | wire (um)
met5 | 0 | 0 | 0
met4 | 0.024 | 0.01064 | 57
met3 | 0.056 | 0.01468 | 130
met2 | 0.51 | 0.07288 | 1200
met1 | 0.40 | 0.05292 | 943
Power figures rest on the tool's default switching activity, not on a simulated workload.
