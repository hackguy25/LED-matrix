===== ./run.sh =====
#!/bin/bash
# OpenROAD 26Q1-2900-gdf79404cd8, Yosys 0.63+post, stock flow scripts
make -C /OpenROAD-flow-scripts/flow DESIGN_CONFIG=/design/flow/config.mk WORK_HOME=/design/flow/orfs finish

===== ./config.mk =====
export PLATFORM = sky130hd
export DESIGN_NAME = top
export DESIGN_NICKNAME = top
export VERILOG_FILES = /design/flow/design.v
export SDC_FILE = /design/flow/constraint.sdc
export NUM_CORES = 4
export LEC_CHECK = 1
export CORE_AREA = 10 10 83 83
export DIE_AREA = 0 0 93 93

===== ./constraint.sdc =====
current_design top

set clk_period 3.6
set clk_io_pct 0.2

create_clock -name clk0 -period $clk_period [get_ports {clk}]

set non_clock_inputs [all_inputs -no_clocks]
set_input_delay [expr $clk_period * $clk_io_pct] -clock clk0 $non_clock_inputs
set_output_delay [expr $clk_period * $clk_io_pct] -clock clk0 [all_outputs]

===== ./design.v =====
module prescaler
    #(
        parameter NUM = 2,
        parameter NUM_BITS = 1,
    )
    (
        input clk,
        input rst,
        output reg enable,
    );
    reg [NUM_BITS-1:0] cnt;
    wire [NUM_BITS-1:0] cnt_next;
    assign cnt_next = cnt + 1'd1;
    always @(posedge clk) begin
        if ((cnt == NUM) | rst) begin
            enable <= 1'b1;
            cnt <= NUM_BITS'h0;
        end
        else begin
            enable <= 1'b0;
            cnt <= cnt_next;
        end
    end
endmodule
module top (
    input clk,
	output H75_R1,
    output H75_R2,
    output H75_G1,
    output H75_G2,
    output H75_B1,
    output H75_B2,
    output H75_A,
    output H75_B,
    output H75_C,
    output H75_D,
    output H75_E,
    output reg H75_OE,
    output reg H75_Clk,
    output reg H75_Lat,
);
wire pixel_clk;
prescaler #(
    .NUM(27),
    .NUM_BITS(6),
)
psc (
    .clk(clk),
    .rst(1'b0),
    .enable(pixel_clk),
);
assign H75_R1 = 1'b1;
assign H75_R2 = 1'b1;
assign H75_G1 = 1'b1;
assign H75_G2 = 1'b1;
assign H75_B1 = 1'b1;
assign H75_B2 = 1'b1;
reg [7:0] state;
reg [4:0] line;
assign H75_A = line[0];
assign H75_B = line[1];
assign H75_C = line[2];
assign H75_D = line[3];
assign H75_E = line[4];
always @(posedge clk) begin
    if (pixel_clk) begin
        casex (state)
            8'b0xxx_xxx0: begin
                H75_Clk <= 1'b1;
            end
            8'b0xxx_xxx1: begin
                H75_Clk <= 1'b0;
            end
            8'b1000_0000: begin
                H75_OE <= 1'b1;
            end
            8'b1000_0001: begin
                H75_Lat <= 1'b0;
            end
            8'b1000_0010: begin
                H75_Lat <= 1'b0;
                line <= line + 1'b1;
            end
            8'b1000_0011: begin
                H75_OE <= 1'b0;
            end
        endcase
        state <= state + 1'b1;
    end
end
endmodule

==> metrics.yaml <==
status: "completed"
critPathCaptureType: "output port"
vias_per_cell: 3.42
met2_usage_pct: 5.20
cts_tree: "built"
grt_pass1_wl_um: 2440
synth_area_um2: 1000
worstPathCellList: "clkdlybuf4s50_1"
grt_pass1_vias: 562
yosysChipArea_um2: 1000
clockBufferDepth: 2
antenna_left: 0
timing.hold.ws_ns: 0.455
first_pass_iters: 4
fp.dieW_um: 93
via_count: 541
gp_congestion: 0.797
regArea_um2: 591
drt_iter0_drc: 48
crit_type: "register to output port"
cts_htree_levels: 1
path_buffers: 1
cts_buffers: 3
dp_hpwl_um: 1120
start_kind: "register"
fp-row-count: 26
cts_setup_buffers: 0
n_antenna_cell: 0
floorplan.core_util_pct: 19.4
fin_area_mm2: 0.00117
arrival_ns: 1.17
ys_cells: 79
fillerInstances: 577
grt_max_degree: 13
antenna_found_initial: 0
drv_slew: 0
grt-busiest-layer: "met2"
period_needed_ns: 1.89
ys_ff: 22
io_buffer_count: 7
track_usage_pct: 3.40
max_freq_mhz: 530
final_core_util_pct: 22.7
clk_latency_ns: 0.26
route.detailed.drc: 0
leakagePower_nw: 0.459
logic_area_um2: 364
required_ns: 2.88
cpPeakStageDelay_ns: 0.50
drive_gt1_share_pct: 6.82
grt_use_met3_pct: 1.62
yosys.cell_types.count: 20
cts.clk_slew.worst_paths_ns: 0.07
wire_per_inst_um: 9.42
worst-path-max-fanout: 4
synth_area_per_cell_um2: 12.7
peakVddDrop_mv: 0.223
slowest_stage: "clkdlybuf4s50_1"
ys_seq_share_pct: 59.1
hold_path_class: "register to register"
tns_ns: 0
p_per_area_mw_per_mm2: 356
root_buffer: "clkbuf_8"
yosysWarnings: 2
setup_viol: 0
met1_usage_pct: 4.45
netlist_instances: 79
place_area_mm2: 0.00112
tool_warnings: 27
fin_skew_ns: 0.00650
ios: 15
rsz0062_at_grt: "no"
maxCapViolations: 0
gr-total-overflow: 0
hold_viol_final: 0
clock-sinks: 22
wirelength_um: 1490
chip_area_mm2: 0.00865
critical-path-top-delay-family: "buffers and inverters"
syn2layout_area_growth_pct: 16.9
holdBufCountCts: 0
ctsResizeCount: 0
min_period_over_period_pct: 52.4
core-area_mm2: 0.00514
die_height_um: 93
## layout by cell type (no fill, tap or decap), types with 5 or more instances in the layout
cell type        Yosys  routed
dfxtp_1              7       7
conb_1               2       7
ha_1                 5       5
xnor2_1             10      10
clkdlybuf4s50_1      0       7
nand3_1              9       9
edfxtp_1            15      15
## synthesized netlist by cell type, drive strengths merged
master,number,area (um2)
nor3b,1,12.5
nor2b,3,18.8
nand2,2,7.51
edfxtp,15,450
conb,2,7.51
dfxtp,7,140
and3,4,26.3
nand2b,1,6.26
o211a,1,10.0
ha,5,62.6
or4,1,7.51
nor2,3,11.3
nor4b,1,15.0
nand3,9,45.0
o21ai,2,10.0
inv,3,11.3
xnor2,10,87.6
xor2,2,17.5
buf,7,52.6
## state kept, by name, indices dropped and copies added (netlist names)
name and count:
state 8, psc.cnt 6, line 5, H75_Clk 1, H75_OE 1, psc.enable 1
## layer usage
metal / up-vias / part of all wire [%]
met1: 246 / 50
met3: 2 / 8.1
met2: 16 / 41
met4: 0 / 0.81
met5: - / 0
li1: 277 / -
## cell families after synthesis
family	after synthesis	share of synthesized area [%]
simple gates	25	15.0
compound gates	3	2.00
other cells	2	0.751
flops	22	59.1
buf+inv	10	6.38
fa+ha+maj	5	6.26
xor+xnor	12	10.5
## path summary, 6_finish.rpt
check,start,to,slack (ns),depth (start not counted)
setup reg to reg,state[3]$_DFFE_PP_,line[2]$_DFFE_PP_,1.75,3
setup / recovery,line[0]$_DFFE_PP_,H75_A,1.71,1
hold / removal,psc.cnt[0]$_SDFF_PP0_,psc.cnt[0]$_SDFF_PP0_,0.45,1
hold reg to reg,psc.cnt[0]$_SDFF_PP0_,psc.cnt[0]$_SDFF_PP0_,0.45,1
## report_power, final
group,switching (mW),total [mW],internal [mW]
sequential,0,0.266,0.266
clock,0.0707,0.149,0.0787
combinational,0.000572,0.000572,0
## per-stage QoR
stage	std cells	power [mW]	worst slack, ns
5_1_grt	158	0.434	1.65
2_1_floorplan	84	0.277	1.85
4_1_cts	158	0.423	1.68
3_5_place_dp	154	0.273	1.76
3_3_place_gp	154	0.273	1.79
6_report	158	0.416	1.71
## cell type report
| type | count | area share (%) |
|---|---|---|
| Clock buffer | 4 | 3.85 |
| Inverter | 3 | 0.964 |
| Multi-Input combinational cell | 52 | 31.2 |
| Sequential cell | 22 | 50.5 |
| Tap cell | 70 | 7.49 |
| Timing Repair Buffer | 7 | 6.00 |
Power is estimated from default activity; no workload was simulated.
